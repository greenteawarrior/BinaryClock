==> /design/flow/design.v <==
`timescale 1ns / 1ps
module OutputTwoHzSignal(Fout, CLK_50M);
  input CLK_50M;            
  output reg Fout;
  reg [26:0] counter;
  initial begin
    counter='b0;
  end
  always @(posedge CLK_50M) begin
    counter <= counter+1;
    if (counter == 'b10111110101111000000111111) begin 
    Fout = ~Fout;
    counter <= 'b0;
    end 
  end
endmodule 
module BinaryClock(SetTime, Hours, Minutes, Seconds, Buttons, Switches, clk); 
  output [5:0] SetTime;
  output reg [4:0] Hours;
  output reg [5:0] Minutes;  
  output reg [5:0] Seconds;
  input [2:0] Buttons;
  input [5:0] Switches;
  input clk;
  wire TwoHzSignal;
  wire [4:0] IncrementedHours;
  wire [4:0] NewHours;
  wire HoursEqualTwentyThree;
  wire [5:0] IncrementedMinutes;
  wire [5:0] NewMinutes;
  wire MinutesEqualFiftyNine;
  wire [5:0] IncrementedSeconds;
  wire [5:0] NewSeconds;
  reg One;
  reg [4:0] TwentyThree;
  reg [5:0] FiftyNine;
  initial begin
    Hours = 'b0;
    Minutes = 'b0;
    Seconds = 'b0;
    One = 'b1;
    TwentyThree = 'b10111;
    FiftyNine = 'b111011;
  end
  SixBitIncrement SecondsSBI (IncrementedSeconds, Seconds, One);
  SixBitXNOR SecondsXNOR (ResetSeconds, Seconds, FiftyNine);
  SixBitMux SecondsMux (NewSeconds, IncrementedSeconds, ResetSeconds);
  SixBitIncrement MinutesSBI (IncrementedMinutes, Minutes, ResetSeconds);
  SixBitXNOR MinutesXNOR (MinutesEqualFiftyNine, Minutes, FiftyNine);
  and ResetMinutesAnd(ResetMinutes,MinutesEqualFiftyNine, ResetSeconds);
  SixBitMux MinutesMux (NewMinutes, IncrementedMinutes, ResetMinutes);
  FiveBitIncrement HoursFBI (IncrementedHours, Hours, ResetMinutes);
  FiveBitXNOR HoursXNOR (HoursEqualTwentyThree, Hours, TwentyThree);
  and ResetHoursAnd(ResetHours, HoursEqualTwentyThree, ResetMinutes);
  FiveBitMux HoursMux (NewHours, IncrementedHours, ResetHours);
  OutputTwoHzSignal GeneratingTwoHzSignal (TwoHzSignal, clk);
  always @ (posedge TwoHzSignal) begin
    Seconds <= NewSeconds;
    Minutes <= NewMinutes;
    Hours <= NewHours;
    if (Buttons[0] == 1) begin
      Seconds <= 'b0;
    end
    if (Buttons[1] == 1) begin
      Minutes <= Switches;
    end
    if (Buttons[2] == 1) begin
      Hours <= Switches;
    end
  end
assign SetTime = Switches;
endmodule
module SixBitIncrement(SBIOut, A, Cin);
  output reg [5:0] SBIOut;
  input [5:0] A;
  input Cin;
  always @ *
    SBIOut = A + Cin;
endmodule
module FiveBitIncrement(FBIOut, A, Cin);
  output reg [4:0] FBIOut;
  input [4:0] A;
  input Cin;
  always @ *
    FBIOut = A + Cin;
endmodule
module SixBitMux(SBMOut, A, Select);
  output reg [5:0] SBMOut;
  input [5:0] A;  
  input Select;
  always @ * begin
    if (Select == 0) begin
      SBMOut = A;
    end else if (Select == 1) begin
      SBMOut = 'b0;
    end
  end
endmodule
module FiveBitMux(FBMOut, A, Select);
  output reg [4:0] FBMOut;
  input [4:0] A;  
  input Select;
  always @ * begin
    if (Select == 0) begin
      FBMOut = A;
    end else if (Select == 1) begin
      FBMOut = 'b0;
    end
  end
endmodule
module SixBitXNOR(SBXNOROut, A, B);
  output reg SBXNOROut;  
  input [5:0] A;
  input [5:0] B;
  always @ * begin
    SBXNOROut = ~(A[0]^B[0]) & ~(A[1]^B[1]) & ~(A[2]^B[2]) & ~(A[3]^B[3]) & ~(A[4]^B[4]) & ~(A[5]^B[5]);  
  end
endmodule
module FiveBitXNOR(FBXNOROut, A, B);
  output reg FBXNOROut;  
  input [4:0] A;
  input [4:0] B;
  always @ * begin
    FBXNOROut = ~(A[0]^B[0]) & ~(A[1]^B[1]) & ~(A[2]^B[2]) & ~(A[3]^B[3]) & ~(A[4]^B[4]);  
  end
endmodule
==> /design/flow/run.sh <==
#!/bin/bash
# OpenROAD 26Q1-2900-gdf79404cd8, Yosys 0.63+post, stock flow scripts
make -C /OpenROAD-flow-scripts/flow DESIGN_CONFIG=/design/flow/config.mk WORK_HOME=/design/flow/orfs finish
==> /design/flow/config.mk <==
export PLATFORM = sky130hd
export DESIGN_NAME = BinaryClock
export DESIGN_NICKNAME = BinaryClock
export VERILOG_FILES = /design/flow/design.v
export SDC_FILE = /design/flow/constraint.sdc
export NUM_CORES = 4
export LEC_CHECK = 1
export CORE_AREA = 10 10 111 111
export DIE_AREA = 0 0 121 121
==> /design/flow/constraint.sdc <==
current_design BinaryClock

set clk_period 4.3
set clk_io_pct 0.2

create_clock -name clk0 -period $clk_period [get_ports {clk}]

set non_clock_inputs [all_inputs -no_clocks]
set_input_delay [expr $clk_period * $clk_io_pct] -clock clk0 $non_clock_inputs
set_output_delay [expr $clk_period * $clk_io_pct] -clock clk0 [all_outputs]
==> flow_summary_export.csv <==
group,metric,value,unit
status,outcome,"complete, no violations",
timing,skew,0.00135,ns
floorplanning,ios,33,
floorplanning,rows,36,
global_route,grt_max_degree,19,
floorplanning,coreArea,0.00986,mm2
timing,hold_viol,0,
critical_path,r2r_cells,5,
power_and_ir_drop,peakVddDrop,0.000119,V
routing,post-route-drc-count,0,
clock_tree,path_clk_slew,0.09,ns
clock_tree,root_buffer,"clkbuf_8",
routing,dr.pass1.iters,4,
critical_path,arrival,1.86,ns
yosys,edf_count,1,
critical_path,worst_path_max_delay_cell,"clkdlybuf4s50_1",
place,hpwl,3240,um
clock_tree,clk_path_buf_depth,2,
global_route,grt_pass1_vias,1519,
global_route,grtUsageTotal,5.38,%
clock_tree,cts_tree,"done",
critical_path,path_max_fanout,3,
place,gp_congestion,0.813,
final_layout,nFillCells,1023,
timing,untimed_endpoints,34,
global_route,overflow,0,
hold_path,hold_depth,1,
hold_path,worstHoldPathType,"reg2reg",
power_and_ir_drop,p_leak,0.974,nW
yosys,ys_cells,225,
critical_path,critPathTopFamily,"buffers and inverters",
job,maxCapViolCount,0,
job,tool_warnings,25,
timing,tns,0,ns
floorplanning,initial_core_util,20.8,%
timing,fin_crit_sh,63.4,%
critical_path,worstPathCellList,"clkdlybuf4s50_1 -> clkdlybuf4s50_1",
critical_path,critPathKind,"in2out",
routing,antenna-diode-count,0,
timing,worst_pin_slew,0.892,ns
timing,timing.fmax,0.367,GHz
yosys,ys_types,30,
routing,routedWlPerCell,10.7,um
critical_path,r2r_slack,2.13,ns
power_and_ir_drop,power_density,176,mW/mm2
yosys,yosys_area,0.00205,mm2
yosys,ys_seq_share,44.5,%
timing,max-slew-margin-rel,40.0,%
timing,rsz0062_at_grt,"false",
critical_path,crit_path_end_kind,"primary output",
final_layout,drive_gt1_share,3.97,%
global_route,grt_antenna_before_repair,0,
place,dp_cells,381,
floorplanning,chipArea,0.0146,mm2
timing,min_period,2.72,ns
routing,detail-route-antenna-nets,0,
clock_tree,cts.hold.buffers_added,0,
critical_path,worstPathRequired,3.44,ns
clock_tree,worstSkewPairLatency,0.27,ns
timing,drv_slew,0,
critical_path,crit_end,"SetTime[0]",
routing,drt_wl_total,4110,um
place,portBuffers,32,
floorplanning,die_width,121,um
routing,vias,1645,
global_route,grt_pass1_wl,6910,um
yosys,synth-async-reset-ratio,0,%
critical_path,crit_cells,2,
floorplanning,die_y,121,um
timing,setup_viol,0,
critical_path,cp_num_buf_inv,2,
yosys,synth_cells,225,
critical_path,reg2reg_from,"GeneratingTwoHzSignal.counter[0]",
critical_path,path_common_cell,"clkdlybuf4s50_1",
critical_path,crit_start,"Switches[0]",
clock_tree,cts_setup_buffers,0,
routing,drt-initial-drc-count,102,
yosys,syn_area_per_cell,9.10,um2
yosys,syn_area,0.00205,mm2
critical_path,setup.worst_path.start_class,"input port",
critical_path,cpPeakStageDelay,0.52,ns
final_layout,finish.cell_count_without_fillers,385,
final_layout,area_delta_synth_final,23.6,%
timing,unclocked_regs,17,
yosys,ys.warnings.count,11,
yosys,numSynthFlops,45,
routing,vias_per_cell,4.27,
clock_tree,htreeDepth,1,
yosys,ff_type,"dfxtp_1",
critical_path,reg2reg_to,"GeneratingTwoHzSignal.Fout",
clock_tree,cts_made_buffers,3,
clock_tree,cts_resized,0,
==> registers in the layout (all words and copies together), names as in the netlist <==
register                       flops
Seconds                            6
GeneratingTwoHzSignal.counter     27
GeneratingTwoHzSignal.Fout         1
Minutes                            6
Hours                              5
==> per-layer routing <==
metal | global-route usage, % | wire (um) | vias up
met4 | 0.151 | 0 | 0
met5 | 0 | 0 | -
met2 | 7.86 | 1540 | 48
li1 | - | - | 859
met1 | 8.19 | 2200 | 738
met3 | 1.46 | 378 | 0
==> layout make-up <==
| cell class | instances | area, um2 | area share [%] |
|---|---|---|---|
| multi-input combinational | 161 | 1040 | 41.0 |
| timing repair buffer | 33 | 328 | 12.9 |
| sequential | 45 | 911 | 36.0 |
| clock buffer | 4 | 55.1 | 2.17 |
| tap | 133 | 166 | 6.57 |
| inverter | 9 | 33.8 | 1.33 |
==> power breakdown <==
group,total [W],leakage (nW),internal (W),switching [W]
clock,0.000159,0.0288,0.0000819,0.0000769
combinational,0.0000251,0.574,0.0000161,0.00000902
sequential,0.000261,0.371,0.000261,0
==> worst min path at each step <==
stage	from	endpoint	slack (ns)
after CTS	GeneratingTwoHzSignal.counter[26]	GeneratingTwoHzSignal.counter[26]	0.46
after global routing	GeneratingTwoHzSignal.counter[26]	GeneratingTwoHzSignal.counter[26]	0.48
final	GeneratingTwoHzSignal.counter[26]	GeneratingTwoHzSignal.counter[26]	0.46
==> metrics by stage <==
stage	instance area (um2)	hold slack [ns]	utilization [%]	total power (W)	setup WS, ns
final	2530	0.456	25.7	0.000445	1.58
after global routing	2530	0.482	25.7	0.000465	1.55
after CTS	2530	0.461	25.7	0.000451	1.57
after detailed placement	2480	0.442	25.1	0.000292	1.58
after global placement	2480	0.448	25.1	0.000293	1.60
after floorplan	2050	0.424	-	0.000278	2.35
==> kinds of logic after synthesis <==
family,Yosys count,synth area share (%)
simple gates,96,25.8
compound gates,34,10.4
flops,45,44.5
fa+ha+maj,7,4.28
xor+xnor,24,10.3
buf+inv,19,4.83
==> cells in the final DEF, fill, tap and decap left out, drive strengths merged, types with 2 or more instances in the layout <==
cell type      Yosys  routed
dfxtp             44      44
clkdlybuf4s50      0      32
nand2             20      20
nor2              18      18
nand3             13      13
xor2              13      13
nand4             12      12
xnor2             11      11
a21oi             11      11
inv                9       9
o21ai              9       9
or4                9       9
o31ai              8       8
nor4               8       8
ha                 7       7
a22o               5       5
or3                5       5
nand2b             4       4
clkbuf             2       4
and4               2       2
nor3               2       2
==> synth_stat cells, drive strengths merged (4+ instances only) <==
cell type  count  area (um2)
dfxtp         44         881
nand2         20        75.1
nor2          18        67.6
nand3         13        65.1
xor2          13         114
nand4         12        81.3
a21oi         11        55.1
xnor2         11        96.3
inv            9        33.8
o21ai          9        45.0
or4            9        71.3
buf            8        57.6
nor4           8        65.1
o31ai          8        60.1
ha             7        87.6
a22o           5        43.8
or3            5        31.3
nand2b         4        25.0
No activity file was given, so power comes from the tool's default toggle rates.
